==> flow/design.v <==
module conditional_offset( vin, 
                           vout,
                           offset);
   input [9:0] vin, offset;
   output [9:0] vout;
   reg [9:0] vout;
   reg [9:0] flipped_offset;
   always @ (*) begin
      flipped_offset = ~offset + 10'd1;
      if (offset[9]) begin  
         if (vin > flipped_offset)
            vout = vin - flipped_offset;
         else
            vout = 10'd0;   
      end
      else begin            
         if (vin < (10'd 1023 - offset))
            vout = vin + offset;
         else
            vout = 10'd1023;
      end
   end
endmodule
==> flow/run.sh <==
#!/bin/bash
# OpenROAD 26Q1-2900-gdf79404cd8, Yosys 0.63+post, stock flow scripts
make -C /OpenROAD-flow-scripts/flow DESIGN_CONFIG=/design/flow/config.mk WORK_HOME=/design/flow/orfs finish
==> flow/config.mk <==
export PLATFORM = sky130hd
export DESIGN_NAME = conditional_offset
export DESIGN_NICKNAME = conditional_offset
export VERILOG_FILES = /design/flow/design.v
export SDC_FILE = /design/flow/constraint.sdc
export NUM_CORES = 4
export LEC_CHECK = 1
export CORE_AREA = 10 10 77 77
export DIE_AREA = 0 0 87 87
==> flow/constraint.sdc <==
current_design conditional_offset

set clk_period 4.0
set clk_io_pct 0.2

create_clock -name clk0 -period $clk_period

set non_clock_inputs [all_inputs -no_clocks]
set_input_delay [expr $clk_period * $clk_io_pct] -clock clk0 $non_clock_inputs
set_output_delay [expr $clk_period * $clk_io_pct] -clock clk0 [all_outputs]
==> out/results.tsv <==
metric	value	unit
syn_to_final_growth	71.4	%
cp_data_required_time	3.20	ns
tightest_slew	0.408	ns
hold_class	in2out	
routedWlPerCell	13.5	µm
ant_nets	0	
drt-pass1-iter-count	4	
die_h	87	µm
die_w	87	µm
wirelength	4.00	mm
ys_cells	161	
max_cap_viol_count	0	
yosys_area	1200	µm²
ys_seq_share	0	%
power_frac_clock	0	%
clock_buffers	0	
track_usage	10.8	%
ys_warn_count	1	
crit_type	in2out	
netSwitchingFraction	45.7	%
drtIter0Drc	79	
failed_checks	setup timing	
powerDensity	166	nW/µm²
hold_violations	0	
logic_area	1270	µm²
p_comb_share	100.0	%
antenna_found_initial	0	
fp-utilization	27.6	%
fmax	241	MHz
critPathMaxFanout	6	
core_area	4350	µm²
fill_cells	396	
hpwl	3.32	mm
final.setup.tns	-0.550	ns
compound_area_share	31.1	%
intPower	0.000186	W
start_kind	input pin	
p_switching	0.000156	W
openroad.warnings	36	
status	complete, but fails checks	
ys_sh_mux	1.67	%
largest_area_cell	ha_1	
grt_max_degree	15	
grt_pass1_wl	6.93	mm
drcViolationCount	0	
xor_share	16.1	%
ys_types	43	
grt_overflow	0	
simple_gate_area_share	20.2	%
finalSetupViolations	7	
syn_area	1200	µm²
ir_drop	0.0000811	V
logic_family	AND-OR/OR-AND gates	
power	0.000342	W
fa_ha_area_share	26.3	%
postLayoutCellArea	2060	µm²
top_cell_area_share	22.9	%
layout-drive-gt1-share	41.4	%
syn_avg_cell_area	7.45	µm²
port-buffer-count	30	
dieArea	7570	µm²
rows	24	
place.gp.congestion	0.879	
slew_headroom	72.6	%
slew_viol_final	0	
ff_count	0	
power_frac_seq	0	%
rsz0062_at_grt	true	
place_area	1920	µm²
avgViaCountPerCell	4.93	
ios	30	
first_global_vias	1467	
netlist_instances	161	
diodes	0	
yosys-top-cells-count	22 x ha_1, 18 x nor2_1, 12 x a21oi_1, 12 x xor2_1, 11 x inv_1	
cp-startpoint	offset[4]	
cp_data_arrival_time	3.35	ns
cp-end-kind	primary output	
fin_util	47.2	%
dr_total_vias	1460	
dp.cells	290	
instances_no_fill	296	
fin_crit	4.15	ns
final.period_utilization	104	%
most_common_cell	ha_1	
p_leak	0.961	nW
ctsHoldBuffers	0	
crit_end	vout[3]	
synth.area.top_cells	ha_1 23%, xor2_1 8.8%, xnor2_1 7.3%	
ff_latch_area	0	µm²
setup_ws	-0.149	ns
[metal layers]
layer	vias up	GRT usage, %	part of all wire (%)
met1	662	15.9	52
met3	0	1.04	3.8
met5	-	0	0
met2	28	17.7	44
li1	770	-	-
met4	0	0	0
[placed cells by master, fill, tap and decap left out, drive strengths merged, types with 4 or more instances in the layout]
cell type / count
a21o: 4
a21oi: 12
buf: 67
clkdlybuf4s50: 14
ha: 22
inv: 11
nand2: 7
nand3: 4
nor2: 18
nor2b: 6
nor3: 4
o21ai: 6
o22ai: 9
xnor2: 10
xor2: 12
[power groups by stage]
stage / Sequential [W] / Clock (W) / Combinational, W
6_report: 0 / 0 / 0.000342
5_1_grt: 0 / 0 / 0.000380
4_1_cts: 0 / 0 / 0.000334
[timing repair]
| action | in CTS | in global routing |
|---|---|---|
| setup endpoints to repair | 10 | 10 |
| buffers inserted | 6 | 3 |
| resized | 70 | 16 |
| pin swaps | 23 | 19 |
[critical path: stages]
cell	delay [ns]
buf_6	0.09
or4_4	0.57
nor3_4	0.15
nand2_1	0.09
xnor2_1	0.13
ha_1	0.32
and3_4	0.22
a2111oi_4	0.07
or3_4	0.40
buf_6	0.15
buf_6	0.11
o22ai_2	0.14
buf_2	0.11
[metrics by stage]
stage          hold slack, ns  setup slack [ns]
2_1_floorplan            1.71             0.180
3_3_place_gp             2.78            -0.883
3_5_place_dp             2.78            -0.887
4_1_cts                  2.43            -0.154
5_1_grt                  2.46            -0.269
6_report                 2.43            -0.149
[layout make-up]
type / instances / share of cell area [%]
Tap cell: 52 / 3.16
Multi-Input combinational cell: 148 / 62.0
Inverter: 11 / 2.01
Timing Repair Buffer: 85 / 32.8
[worst min-delay path by stage]
stage / from / end / cells past startpoint
finish: offset[1] / vout[1] / 6
global route: offset[1] / vout[1] / 6
CTS: offset[1] / vout[1] / 6
[cells by family after synthesis]
logic type	after synthesis
fa+ha+maj	24
simple gates	49
xor+xnor	22
buf+inv	13
compound gates	51
mux	2
Power is estimated from default activity; no workload was simulated.
